File: /design/flow/config.mk
export PLATFORM = sky130hd
export DESIGN_NAME = k_asyncFIFO_syn_t1
export DESIGN_NICKNAME = k_asyncFIFO_syn_t1
export VERILOG_FILES = /design/flow/design.v
export SDC_FILE = /design/flow/constraint.sdc
export NUM_CORES = 4
export LEC_CHECK = 1
export CORE_AREA = 10 10 72 72
export DIE_AREA = 0 0 82 82
File: /design/flow/constraint.sdc
current_design k_asyncFIFO_syn_t1

set clk_period 2.0
set clk_io_pct 0.2

create_clock -name clk0 -period $clk_period [get_ports {rclk}]
create_clock -name clk1 -period $clk_period [get_ports {wclk}]

set non_clock_inputs [all_inputs -no_clocks]
set_input_delay [expr $clk_period * $clk_io_pct] -clock clk0 $non_clock_inputs
set_output_delay [expr $clk_period * $clk_io_pct] -clock clk0 [all_outputs]
File: /design/flow/design.v
module k_Sync2_r2w_t1 (wq2_rptr, rptr, wclk, wrst_n);
  parameter addr_size = 4;
  output reg [addr_size:0] wq2_rptr;
  input [addr_size:0] rptr;
  input wclk, wrst_n;
  reg [addr_size:0] wq1_rptr;
  always @ (posedge wclk or negedge wrst_n) begin
      if (!wrst_n) begin
          wq1_rptr <= 0;
          wq2_rptr <= 0;
      end else begin
          wq1_rptr <= rptr;
          wq2_rptr <= wq1_rptr;
      end
  end
endmodule
module k_Sync2_w2r_t1 (rq2_wptr, wptr, rclk, rrst_n);
  parameter addr_size = 4;
  output reg [addr_size:0] rq2_wptr;
  input [addr_size:0] wptr;
  input rclk, rrst_n;
  reg [addr_size:0] rq1_wptr;
  always @ (posedge rclk or negedge rrst_n) begin
      if (!rrst_n) begin
          rq1_wptr <= 0;
          rq2_wptr <= 0;
      end else begin
          rq1_wptr <= wptr;
          rq2_wptr <= rq1_wptr;
      end
  end
endmodule
module k_asyncFIFO_syn_t1 (
  rdata, rempty, wfull,
  wdata, wput, rget,
  wclk, wrst_n,
  rclk, rrst_n);
  parameter data_size = 8;
  parameter addr_size = 4;
  output wfull;
  input [data_size-1:0] wdata;
  input wput;
  input wclk, wrst_n;
  output [data_size-1:0] rdata;
  output rempty;
  input rget;
  input rclk, rrst_n;
  wire [addr_size:0] wptr, wq2_rptr;
  wire [addr_size-1:0] waddr;
  wire [addr_size:0] rptr, rq2_wptr;
  wire [addr_size-1:0] raddr;
  k_Sync2_w2r_t1 #(.addr_size(addr_size)) k_Sync2_w2r_t1 (.rq2_wptr(rq2_wptr),
                                                          .wptr(wptr),
                                                          .rclk(rclk),
                                                          .rrst_n(rrst_n));
  k_Sync2_r2w_t1 #(.addr_size(addr_size)) k_Sync2_r2w_t1 (.wq2_rptr(wq2_rptr),
                                                          .rptr(rptr),
                                                          .wclk(wclk),
                                                          .wrst_n(wrst_n));
  k_wctl_t2 #(.addr_size(addr_size)) k_wctl_t2 (.wfull(wfull),
                                                .waddr(waddr),
                                                .wptr(wptr),
                                                .wq2_rptr(wq2_rptr),
                                                .wput(wput),
                                                .wclk(wclk),
                                                .wrst_n(wrst_n));
  k_rctl_t2 #(.addr_size(addr_size)) k_rctl_t2 (.rempty(rempty),
                                                .raddr(raddr),
                                                .rptr(rptr),
                                                .rq2_wptr(rq2_wptr),
                                                .rget(rget),
                                                .rclk(rclk),
                                                .rrst_n(rrst_n));
  k_dp_ndeep_ram_t1 #(.data_size(data_size),
                      .addr_size(addr_size)) k_dp_ndeep_ram_t1
                                             (.rdata(rdata),
                                              .wdata(wdata),
                                              .waddr(waddr),
                                              .raddr(raddr),
                                              .wput(wput),
                                              .wfull(wfull),
                                              .wclk(wclk));
endmodule
module k_b2g_converter_t1 (gray, bin);
  parameter size = 4;
  output [size:0] gray;
  input [size:0] bin;
  assign gray = ((bin>>1) ^ bin);
endmodule
module k_dp_ndeep_ram_t1 (rdata, wdata, waddr, raddr, wput, wfull, wclk);
  parameter data_size = 8;
  parameter addr_size = 4;
  output [data_size-1:0] rdata;
  input [data_size-1:0] wdata;
  input [addr_size-1:0] waddr, raddr;
  input wput, wfull;
  input wclk;
  localparam  len = 1 << addr_size;
  reg [data_size-1:0] mem [0:len-1];
  assign rdata = mem[raddr];
  always @ (posedge wclk) begin
      if (wput && !wfull) begin
          mem[waddr] <= wdata;
      end
  end
endmodule
module k_ptr_t1 (ptr, addr, inc, rdy, clk, rst_n);
  parameter addr_size = 4;
  output [addr_size:0] ptr;
  output [addr_size-1:0] addr;
  input inc, rdy;
  input clk, rst_n;
  reg [addr_size:0] bin, net_ptr;
  wire [addr_size:0] bnxt, gnxt;
  always @ (posedge clk or negedge rst_n) begin
      if (!rst_n) begin
          net_ptr <= 0;
          bin <= 0;
      end else begin
          net_ptr <= gnxt;
          bin <= bnxt;
      end
  end
  assign bnxt = bin + (inc & ~rdy);
  k_b2g_converter_t1 #(.size(addr_size)) k_b2g_converter_t1 (.gray(gnxt),
                                                             .bin(bnxt));
  assign ptr = net_ptr;
  assign addr = bin[data_size-1:0];
endmodule
module k_rctl_t2 (rempty, raddr, rptr, rq2_wptr, rget, rclk, rrst_n);
  parameter addr_size = 4;
  output rempty;
  output [addr_size-1:0] raddr;
  output [addr_size:0] rptr;
  input [addr_size:0] rq2_wptr;
  input rget;
  input rclk, rrst_n;
  reg net_rempty;
  reg [addr_size:0] net_rptr;
  k_ptr_t1 #(.addr_size(addr_size)) k_ptr_t1 (.ptr(net_rptr),
                                              .addr(raddr),
                                              .inc(rget),
                                              .rdy(net_rempty),
                                              .clk(rclk),
                                              .rst_n(rrst_n));
  k_rempty_t1 #(.addr_size(addr_size)) k_rempty_t1 (.rempty(net_rempty),
                                                    .rptr(net_rptr),
                                                    .rq2_wptr(rq2_wptr),
                                                    .rclk(rclk),
                                                    .rrst_n(rrst_n));
  assign rptr = net_rptr;
  assign rempty = net_rempty;
endmodule
module k_rempty_t1(rempty, rptr, rq2_wptr, rclk, rrst_n);
  parameter addr_size = 4;
  output reg rempty;
  input [addr_size:0] rptr, rq2_wptr;
  input rclk, rrst_n;
  reg net_rempty;
  assign net_rempty = (rptr == rq2_wptr);
  always @ (posedge clk or negedge rrst_n) begin
      if (!rrst_n) begin
          rempty <= 1'b1;
      end else begin
          rempty <= net_rempty;
      end
  end
endmodule
module k_wctl_t2 (wfull, waddr, wptr, wq2_rptr, wput, wclk, wrst_n);
  parameter addr_size = 4;
  output wfull;
  output [addr_size-1:0] waddr;
  output [addr_size:0] wptr;
  input [addr_size:0] wq2_rptr;
  input wput;
  input wclk, wrst_n;
  reg net_wfull;
  reg [addr_size:0] net_wptr;
  k_ptr_t1 #(.addr_size(addr_size)) k_ptr_t1 (.ptr(net_wptr),
                                              .addr(waddr),
                                              .inc(wput),
                                              .rdy(net_wfull),
                                              .clk(wclk),
                                              .rst_n(wrst_n));
  k_wfull_t1 #(.addr_size(addr_size)) k_wfull_t1 (.wfull(net_wfull),
                                                  .wptr(net_wptr),
                                                  .wq2_rptr(wq2_rptr),
                                                  .wclk(wclk),
                                                  .wrst_n(wrst_n));
  assign wfull = net_wfull;
  assign wptr = net_wptr;
endmodule
module k_wfull_t1 (wfull, wptr, wq2_rptr, wclk, wrst_n);
  parameter addr_size = 4;
  output reg wfull;
  input [addr_size:0] wptr, wq2_rptr;
  input wclk, wrst_n;
  reg net_wfull;
  assign net_wfull = (wptr == {~wq2_rptr[addr_size:addr_size-1],
                               wq2_rptr[addr_size-2:0]});
  always @ (posedge wclk or negedge wrst_n) begin
      if (!wrst_n) begin
          wfull <= 1'b0;
      end else begin
          wfull <= net_wfull;
      end
  end
endmodule
File: /design/flow/run.sh
#!/bin/bash
# OpenROAD 26Q1-2900-gdf79404cd8, Yosys 0.63+post, stock flow scripts
make -C /OpenROAD-flow-scripts/flow DESIGN_CONFIG=/design/flow/config.mk WORK_HOME=/design/flow/orfs finish
==> results.py <==
# Generated from Yosys and OpenROAD reports
metrics = {
    "global_route": {
        "grt_max_degree": 11,
        "track_usage_pct": 3.613,
        "overflow": 0,
        "grt_pass1_vias": 422,
        "grt_pass1_wl_um": 1890,
        "grt_antenna_before_repair": 0,
    },
    "setup_path": {
        "crit_fanout": 4,
        "critical_path_class": "in -> reg",
        "crit_top_cell": "ha_1",
        "rr_endpoint": "k_wctl_t2.k_ptr_t1.net_ptr[2]",
        "cp.required_ns": 2.17,
        "crit_path_max_incr_delay_ns": 0.39,
        "crit_arrival_ns": 1.91,
        "crit_chain": "clkdlybuf4s50_1 > nor2b_1 > ha_1 > ha_1 > a21bo_2 > a2bb2oi_2 > xor2_1",
        "r2r-start": "k_wctl_t2.k_wfull_t1.wfull",
        "reg2reg_slack_ns": 0.52,
        "r2r_cells": 6,
        "critPathCaptureType": "flop",
        "critPathSlowestCell": "clkdlybuf4s50_1",
        "startpoint_type": "input pin",
    },
    "clocking": {
        "cts_resized": 0,
        "clock-root-buffer": "clkbuf_8",
        "cts_tree": "yes",
        "clkSlewWorstSetupHoldPaths_ns": 0.06,
        "cts-buffers-inserted": 3,
        "ctsHtreeMaxLevel": 1,
        "numClockSinks": 18,
        "cts_setup_buffers": 0,
        "hold_buffers": 0,
        "clk_path_buf_depth": 2,
    },
    "pwr": {
        "power.density_mw_per_mm2": 1231,
        "leakagePower_nw": 0.3862,
        "ir_worst_vdd_v": 0.0005597,
        "finalPower_mw": 1.216,
    },
    "cells_and_area": {
        "n_fill_cell": 387,
        "layoutNonFillerInstCount": 115,
        "mi_logic_area_um2": 171.4,
        "final_util_pct": 26.76,
        "seq_area_um2": 490.5,
        "drive_above_1_share_pct": 13.43,
        "layout_top_cell": "clkdlybuf4s50_1",
        "area_delta_synth_final_pct": 47.48,
        "lay_top_cells": "19 x clkdlybuf4s50_1, 10 x dfrtp_1, 8 x edfxtp_1",
    },
    "hold_path": {
        "whs_path_depth": 1,
        "hold_start": "k_wctl_t2.k_ptr_t1.net_ptr[0]",
        "hold_class": "reg -> reg",
        "whs_endpoint": "k_wctl_t2.k_wfull_t1.wfull",
    },
    "detailed_routing": {
        "firstDrtPassIters": 2,
        "drt-wirelength-per-cell_um": 10.24,
        "drc": 0,
        "antenna_left": 0,
        "n_antenna_cell": 0,
        "detailroute.via_count": 397,
        "first_iter_violations": 11,
        "vias_per_cell": 3.452,
        "wirelength_um": 1178,
    },
    "placed_design": {
        "dp_slack_ns": -0.02020,
        "io_buffer_count": 19,
        "hpwl_um": 946.2,
        "place_inst": 111,
        "gp_congestion": 0.7584,
    },
    "yosys": {
        "syn_inst": 41,
        "yosysSeqAreaShare_pct": 73.27,
        "synth_flops": 18,
        "synth_top_cell_by_area": "dfrtp_1",
        "topCellsByArea": "dfrtp_1 37%, edfxtp_1 36%, xor2_1 6.5%, xnor2_1 3.9%, ha_1 3.7%",
        "yosysCellCount": 41,
        "ys_types": 15,
        "synth-warning-count": 10,
        "ys_area_um2": 669.4,
        "synth_top_area_share_pct": 37.38,
        "netlist_area_um2": 669.4,
        "syn_area_per_cell_um2": 16.33,
    },
    "run": {
        "tool_warnings": 29,
        "cap_violations": 0,
    },
    "timing": {
        "hold_violations": 0,
        "maxSlewViolCount": 0,
        "grt_setup_unrepaired": "no",
        "timing.final.ws_setup_ns": 0.2557,
        "skew_ns": 0.002953,
        "setup_viol": 0,
    },
    "floorplan": {
        "die_y_um": 82,
        "ios": 24,
        "core_region_area_mm2": 0.003689,
        "fp.dieW_um": 82,
        "chipArea_mm2": 0.006724,
        "rows": 22,
        "fp_util_pct": 18.15,
    },
    "status": {
        "outcome": "complete, no violations",
    },
}
[routing by layer]
layer,track usage [%],share of wire (%),vias to the layer above
li1,-,-,192
met1,4.297,43,180
met2,5.016,35,25
met3,3.304,22,0
met4,0.1701,0,0
met5,0,0,-
[flip-flops by register name (all words and copies together) (netlist names)]
register and cells:
k_dp_ndeep_ram_t1.mem 8, k_wctl_t2.k_ptr_t1.bin 5, k_wctl_t2.k_ptr_t1.net_ptr 4, k_wctl_t2.k_wfull_t1.wfull 1
[power breakdown]
| group | internal (mW) | switching, mW | total, mW | leakage, nW |
|---|---|---|---|---|
| logic | 0.220 | 0.147 | 0.366 | 0.170 |
| registers | 0.526 | 0.0837 | 0.610 | 0.193 |
| clock network | 0.136 | 0.103 | 0.239 | 0.0231 |
| total | 0.882 | 0.334 | 1.22 | 0.386 |
[per-stage QoR]
step	setup TNS [ns]	hold slack, ns	cell area, um2
detailed placement	-0.02020	0.4010	942.2
global route	0	0.4230	987.2
floorplan	0	0.1044	669.4
CTS	0	0.4093	987.2
finish	0	0.4025	987.2
global placement	0	0.3857	942.2
[synthesized netlist by cell type, drive strengths merged]
master	number
a2bb2oi	1
a21bo	1
dfrtp	10
conb	1
edfxtp	8
ha	2
nand3	2
nor2b	1
nor4	1
xor2	5
xnor2	3
nand4	1
nor3b	1
nand2	3
buf	1
[worst max path at each step]
stage | to | slack [ns] | startpoint
after CTS | k_wctl_t2.k_ptr_t1.net_ptr[3] | 0.24 | wput
after global routing | k_wctl_t2.k_ptr_t1.net_ptr[2] | 0.12 | wput
final | k_wctl_t2.k_ptr_t1.net_ptr[3] | 0.26 | wput
[critical path: cells and delay by family]
family          cells  cell delay (ns)
simple gates        1             0.14
fa+ha+maj           2             0.48
buf+inv             1             0.39
compound gates      2             0.35
xor+xnor            1             0.15
[area by class of cell]
class | count | share of cell area, %
clock inverter | 1 | 0.3802
multi-input combinational | 22 | 17.36
timing repair buffer | 23 | 22.31
tap | 48 | 6.084
clock buffer | 3 | 4.183
sequential | 18 | 49.68
[cells by family (layout without fill, tap and decap cells)]
family	count (synthesis)	count (layout)	share of synthesized area [%]
AND-OR/OR-AND	2	2	3.738
XOR/XNOR	8	8	10.47
adder cells (fa/ha/maj)	2	2	3.738
buffers and inverters	1	27	1.122
flip-flops	18	18	73.27
other	1	1	0.5602
AND/OR/NAND/NOR	9	9	7.105
Power figures rest on the tool's default switching activity, not on a simulated workload.
