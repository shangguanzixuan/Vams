**flow/run.sh**
```bash
#!/bin/bash
# OpenROAD 26Q1-2900-gdf79404cd8, Yosys 0.63+post, stock flow scripts
make -C /OpenROAD-flow-scripts/flow DESIGN_CONFIG=/design/flow/config.mk WORK_HOME=/design/flow/orfs finish
```
**flow/config.mk**
```make
export PLATFORM = sky130hd
export DESIGN_NAME = k_SyncFIFO_t1
export DESIGN_NICKNAME = k_SyncFIFO_t1
export VERILOG_FILES = /design/flow/design.v
export SDC_FILE = /design/flow/constraint.sdc
export NUM_CORES = 4
export LEC_CHECK = 1
export CORE_AREA = 10 10 87 87
export DIE_AREA = 0 0 97 97
```
**flow/constraint.sdc**
```tcl
current_design k_SyncFIFO_t1

set clk_period 1.6
set clk_io_pct 0.2

create_clock -name clk0 -period $clk_period [get_ports {rclk}]
create_clock -name clk1 -period $clk_period [get_ports {wclk}]

set non_clock_inputs [all_inputs -no_clocks]
set_input_delay [expr $clk_period * $clk_io_pct] -clock clk0 $non_clock_inputs
set_output_delay [expr $clk_period * $clk_io_pct] -clock clk0 [all_outputs]
```
**flow/design.v**
```verilog
`timescale 1ns/1ps
module k_Sync2_t1 (q, d, clk, rst_n);
    output reg q;
    input d, clk, rst_n;
    reg q1;
    always @ (posedge clk or negedge rst_n) begin
        if (!rst_n) begin
            q1 <= 1'b0;
            q <= 1'b0;
        end else begin
            q1 <= d;
            q <= q1;
        end
    end
endmodule
`timescale 1ns/1ps
module k_SyncFIFO_t1 (
  rdata, rrdy, wrdy,
  wdata, wput, rget,
  wclk, wrst_n,
  rclk, rrst_n);
  parameter data_size = 8;
  output wrdy;
  input [data_size-1:0] wdata;
  input wput;
  input wclk, wrst_n;
  output [data_size-1:0] rdata;
  output rrdy;
  input rget;
  input rclk, rrst_n;
  wire wen, wptr, wq2_rptr;
  wire rptr, rq2_wptr;
  k_Sync2_t1    r2w_sync  (.q(wq2_rptr),
                           .d(rptr),
                           .clk(wclk),
                           .rst_n(wrst_n));
   k_Sync2_t1    w2r_sync  (.q(rq2_wptr),
                            .d(wptr),
                            .clk(rclk),
                            .rst_n(rrst_n));
  k_wctl_t1   wctl  (.wrdy(wrdy),
                     .wptr(wptr),
                     .wen(wen),
                     .wput(wput),
                     .wq2_rptr(wq2_rptr),
                     .wclk(wclk),
                     .wrst_n(wrst_n));
  k_rctl_t1   rctl  (.rrdy(rrdy),
                     .rptr(rptr),
                     .rget(rget),
                     .rq2_wptr(rq2_wptr),
                     .rclk(rclk),
                     .rrst_n(rrst_n));
  k_dp_2deep_ram_t1   dpram   (.q(rdata),
                               .d(wdata),
                               .wen(wen),
                               .waddr(wptr),
                               .raddr(rptr),
                               .clk(wclk));
  endmodule
`timescale 1ns/1ps
module k_dp_2deep_ram_t1 (q, d, wen, waddr, raddr, clk);
    parameter data_size = 8;
    parameter addr_size = 1;
    localparam  len = 1<<addr_size;
    output [data_size-1:0] q;
    input [data_size-1:0] d;
    input wen;
    input [addr_size-1:0] waddr, raddr;
    input clk;
    reg [data_size-1:0] mem [0:len-1];
    assign q = mem[raddr];
    always @ (posedge clk) begin
        if (wen) begin
            mem[waddr] <= d;
        end
    end
endmodule
`timescale 1ns/1ps
module k_rctl_t1(
  output rrdy,
  output reg rptr,
  input rget, rq2_wptr,
  input rclk, rrst_n);
  wire ren;
  always @ (posedge rclk or negedge rrst_n) begin
      if (!rrst_n)
          rptr <= 1'b0;
      else
          rptr <= rptr ^ ren;
  end
  assign rrdy = rptr ^ rq2_wptr;
  assign ren = rget & rrdy;
endmodule
`timescale 1ns/1ps
module k_wctl_t1(
  output wrdy, wen,
  output reg wptr,
  input wput, wq2_rptr,
  input wclk, wrst_n);
  always @ (posedge wclk or negedge wrst_n) begin
      if (!wrst_n)
          wptr <= 1'b0;
      else
          wptr <= wptr ^ wen;
  end
  assign wrdy = ~(wptr ^ wq2_rptr);
  assign wen = wput & wrdy;
endmodule
```
==> run summary <==
Die width: 97 um
Core ar.: 5642 um^2
Cells after Synth: 39
Port bufs: 22
Largest area contributor in the netlist: edfxtp_1
Yosys reg bits: 22
Area Overhead vs Synth: 57.77%
Clk sink count: 22
Layout Skew: 0.001981 ns
Pre-antenna DRT Iters: 2
WL final: 1.676 mm
Critical path capture point type: output pin
Post-synthesis async set-or-reset flop share: 0.2727
FF-to-FF path depth: 4
P_leak: 0.5323 nW
N_diodes: 0
Placer Congestion: 0.6787
Synthesized cell area: 829.5 um^2
Vias per cell: 2.861
Post-route cell area: 1309 um^2
# Cells Yosys: 39
Largest net degree at the start of global routing: 12
CTS tree: yes
Filler cells: 571
Worst-path fanout max: 3
Synth warn: 4
Worst min-delay path class: in -> async
Critical path required time: 1.28 ns
Flip-flops with a built-in enable: 16
Post-detail-place hpwl: 1.395 mm
Slowest stage cell, crit path: dfrtp_1
Relative slew slack: 0.8951
Logic area: 187.7 um^2
DP Area: 1174 um^2
Vias in the first global route: 526
Antenna-violating nets left: 0
IO Count: 24
Area leader share: 0.5792
Syn Area/Cell: 21.27 um^2
GR Overflow Total: 0
Cell mode on critical path: buf_6
Tool warning count: 29
Vias: 432
Max_cap viols: 0
Worst-case vdd ir drop: 632.2 uV
Clock-pin slew on the worst setup and hold paths: 0.07 ns
Die y size: 97 um
DRC Markers: 0
# setup viols final: 0
Critical setup path kind: reg -> out
Share of cells above drive strength 1: 0.4304
Register share after synthesis: 0.7602
Antenna violations before repair: 0
Main flop type after synthesis: edfxtp_1
Pwr dens: 1758 nW/um^2
Reg area: 630.6 um^2
Unique cell types: 10
Fin util: 0.2320
First-pass GRT wire length: 2.746 mm
Status: finished, final reports clean
Crit path DAT: 1.25 ns
Final Max Tran Viols: 0
Cell Rows: 27
Top cells by area: edfxtp_1, dfrtp_1, mux2_4
Initial core utilization: 0.1470
Synth top cell by count: edfxtp_1
Total track usage: 0.03701
RSZ-0062 raised after global routing: yes
DRT iter0 DRCs: 8
Slowest stage delay, CP: 0.39 ns
Worst-Margin Slew: 0.1568 ns
Chip Area, Yosys: 829.5 um^2
CP startpoint kind: register
CP Cell Sequence: buf_6 -> buf_6 -> mux2_4 -> buf_6
Hold Vio Cnt, Final: 0
Avg WL per Cell: 11.10 um
Top cells by count, synth: edfxtp_1, mux2_4, dfrtp_1
Die ar.: 9409 um^2
-- stage by stage --
step	power, mW	cells	setup WS, ns	TNS [ns]	hold WS [ns]
finish	2.301	151	0.03055	0	0.2546
global route	2.464	151	-0.01901	-0.07434	0.2577
CTS	2.292	151	-0.0009517	-0.0009517	0.2588
detailed placement	1.714	138	0.02436	0	0.3347
global placement	1.702	138	0.04052	0	0.3381
floorplan	1.242	39	0.3100	0	0.02441
-- final timing paths --
kind                              from              end  slack [ns]
setup / recovery              register         rdata[6]        0.03
hold / removal                  wrst_n        wctl.wptr        0.25
setup reg to reg             wctl.wptr  dpram.mem[0][6]        0.19
hold reg to reg            w2r_sync.q1       w2r_sync.q        0.34
max in group clk1            wctl.wptr  dpram.mem[0][6]        0.19
max in group asynchronous       rrst_n      w2r_sync.q1        1.17
min in group clk0          w2r_sync.q1       w2r_sync.q        0.34
min in group clk1          r2w_sync.q1       r2w_sync.q        0.37
-- report_power, final --
group	leakage, nW	internal, mW	total (mW)	switching, mW
clock	0.0482	0.342	0.536	0.193
combinational	0.268	0.598	0.875	0.277
sequential	0.216	0.818	0.890	0.0719
total	0.532	1.76	2.30	0.542
-- cell type report --
cell class | count | share of cell area
well taps | 72 | 0.06883
clock inverters | 1 | 0.003824
clock buffers | 7 | 0.06597
multi-input cells | 14 | 0.1434
repair buffers | 33 | 0.2304
inverters | 2 | 0.005736
flip-flops and latches | 22 | 0.4818
-- repair_timing --
| item | in CTS | in global routing |
|---|---|---|
| pin swaps | 1 | 0 |
| hold endpoints to repair | 0 | 0 |
| setup endpoints to repair | 10 | 8 |
| gates resized | 26 | 6 |
| setup buffers | 5 | 0 |
| hold buffers | 0 | 0 |
-- layer usage --
metal	vias up	routed length [um]	GRT usage	share of wire
li1	218	-	-	-
met1	195	636	0.03819	0.38
met2	17	847	0.06135	0.51
met3	2	185	0.02794	0.11
met4	0	6	0.002255	0.0036
met5	-	0	0	0
-- critical path: cells and delay by family (launching register included) --
kind | cells | cell delay (ns)
buffers and inverters | 3 | 0.36
DFF | 1 | 0.39
muxes | 1 | 0.29
-- cell usage in the layout (no fill, tap or decap) --
| master | count |
|---|---|
| and2_1 | 1 |
| buf_2 | 4 |
| buf_4 | 6 |
| buf_6 | 7 |
| clkbuf_1 | 1 |
| clkbuf_8 | 6 |
| clkdlybuf4s15_1 | 2 |
| clkdlybuf4s50_1 | 12 |
| clkinv_2 | 1 |
| dfrtp_1 | 6 |
| dlygate4sd2_1 | 2 |
| edfxtp_1 | 16 |
| ha_1 | 2 |
| inv_1 | 2 |
| mux2_2 | 1 |
| mux2_4 | 8 |
| xnor2_2 | 1 |
| xor2_1 | 1 |
-- registers in the layout, indices dropped and copies added, names as in the netlist, named ones only --
signal	flops
dpram.mem	16
r2w_sync.q	1
r2w_sync.q1	1
w2r_sync.q	1
w2r_sync.q1	1
wctl.wptr	1
-- cell families (layout without fill, tap and decap cells) --
| kind of cell | Yosys count | count (layout) | synth area share |
|---|---|---|---|
| adder cells (fa/ha/maj) | 2 | 2 | 0.03016 |
| flip-flops | 22 | 22 | 0.7602 |
| AND/OR/NAND/NOR | 1 | 1 | 0.007546 |
| multiplexers | 9 | 9 | 0.1584 |
| buffers and inverters | 3 | 43 | 0.02263 |
| XOR/XNOR | 2 | 2 | 0.02112 |
No activity file was given, so power comes from the tool's default toggle rates.
