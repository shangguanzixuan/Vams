`/design/flow/design.v`:
```
module k_asyncFIFO_beh_t1 (
  rdata, wfull, rempty,
  wdata, wput, rget,
  wclk, wrst_n,
  rclk, rrst_n);
  parameter data_size = 8;
  parameter addr_size = 4;
  localparam len = 1<<addr_size;
  output wfull;
  input [data_size-1:0] wdata;
  input wput;
  input wclk, wrst_n;
  output [data_size-1:0] rdata;
  output rempty;
  input rget;
  input rclk, rrst_n;
  reg [addr_size:0] wptr, wq1_rptr, wq2_rptr, wq3_rptr;
  reg [addr_size:0] rptr, rq1_wptr, rq2_wptr, rq3_wptr;
  reg [data_size-1:0] mem [0:len-1];
  always @ (posedge wclk or negedge wrst_n) begin
      if (!wrst_n) begin
          wptr <= 0;
      end else if (wput && !wfull) begin
          mem[wptr[addr_size-1:0]] <= wdata;
          wptr <= wptr+1;
      end
  end
  always @ (posedge wclk or negedge wrst_n) begin
      if (!wrst_n) begin
          wq1_rptr <= 0;
          wq2_rptr <= 0;
          wq3_rptr <= 0;
      end else begin
          wq1_rptr <= wptr;
          wq2_rptr <= wq1_rptr;
          wq3_rptr <= wq2_rptr;
      end
  end
  always @ (posedge rclk or negedge rrst_n) begin
      if (!rrst_n) begin
          rptr <= 0;
      end else if (rget && !rempty) begin
          rptr <= rptr+1;
      end
  end
  always @ (posedge rclk or negedge rrst_n) begin
      if (!rrst_n) begin
          rq1_wptr <= 0;
          rq2_wptr <= 0;
          rq3_wptr <= 0;
      end else begin
          rq1_wptr <= rptr;
          rq2_wptr <= rq1_wptr;
          rq3_wptr <= rq2_wptr;
      end
  end
  assign rdata = mem[rptr[addr_size-1:0]];
  assign rempty = (rptr == rq3_wptr);
  assign wfull = ((wptr[addr_size-1:0] == wq3_rptr[addr_size-1:0]) &&
                  (wptr[addr_size] != wq3_rptr[addr_size]));
endmodule
```
`/design/flow/run.sh`:
```
#!/bin/bash
# OpenROAD 26Q1-2900-gdf79404cd8, Yosys 0.63+post, stock flow scripts
make -C /OpenROAD-flow-scripts/flow DESIGN_CONFIG=/design/flow/config.mk WORK_HOME=/design/flow/orfs finish
```
`/design/flow/config.mk`:
```
export PLATFORM = sky130hd
export DESIGN_NAME = k_asyncFIFO_beh_t1
export DESIGN_NICKNAME = k_asyncFIFO_beh_t1
export VERILOG_FILES = /design/flow/design.v
export SDC_FILE = /design/flow/constraint.sdc
export NUM_CORES = 4
export LEC_CHECK = 1
export CORE_UTILIZATION = 40
```
`/design/flow/constraint.sdc`:
```
current_design k_asyncFIFO_beh_t1

set clk_period 3.5
set clk_io_pct 0.2

create_clock -name clk0 -period $clk_period [get_ports {rclk}]
create_clock -name clk1 -period $clk_period [get_ports {wclk}]

set non_clock_inputs [all_inputs -no_clocks]
set_input_delay [expr $clk_period * $clk_io_pct] -clock clk0 $non_clock_inputs
set_output_delay [expr $clk_period * $clk_io_pct] -clock clk0 [all_outputs]
```
==> flow_summary.json <==
{
  "critPathArrivalTime_ps": 2590,
  "numPortBuffers": 22,
  "hpwl_um": 7889,
  "area_growth_pct": 18.09,
  "worstSetupStartpointType": "register",
  "fp.dieH_um": 129.3,
  "fp-utilization_pct": 40.96,
  "grt_pass1_vias": 3696,
  "combGateArea_um2": 1471,
  "power-per-cell-area_nw_per_um2": 604.1,
  "vdd_ir_drop_max_v": 0.0004342,
  "syn_avg_cell_area_um2": 16.71,
  "grt_max_degree": 32,
  "crit_path_top_delay_cell": "dfrtp_2",
  "met3_usage_pct": 8.284,
  "routed_wl_um": 12450,
  "min_path_type": "register to register",
  "crit_chain": "inv_1 > ha_1 > buf_12 > a221oi_2 > a21oi_1 > o32a_1 > a221o_1 > clkdlybuf4s50_1",
  "dieArea_um2": 16720,
  "synthSimpleGateAreaFrac_pct": 3.223,
  "stdcell_count": 662,
  "mux_share_pct": 3.860,
  "wl_per_cell_um": 18.80,
  "rsz0062_at_grt": "no",
  "xor_area_share_pct": 2.297,
  "yosysTopAreaCellShare_pct": 59.29,
  "layout.area.seq_um2": 4847,
  "hold_viol_final": 0,
  "synth_cell_types": 43,
  "synth.most_common_cell": "edfxtp_1",
  "first_iter_violations": 180,
  "finClkSkew_ps": 4.519,
  "status": "finished clean",
  "avgViaCountPerCell": 5.224,
  "p_leak_nw": 2.646,
  "ys_chip_area_um2": 6482,
  "worst_slew_pin_slew_ps": 918.0,
  "fa_ha_area_share_pct": 1.544,
  "drc": 0,
  "critPathRequiredTime_ps": 2800,
  "ant_nets": 0,
  "vias": 3458,
  "dpl.cell_count": 623,
  "flop_cell": "edfxtp_1",
  "ys_cells": 388,
  "final_core_util_pct": 48.36,
  "common_cells": "edfxtp_1 (128), dfrtp_1 (40), nor2_1 (23)",
  "path_buffers": 3,
  "critPathTopFamily": "AND-OR/OR-AND gates",
  "edf_count": 128,
  "fp-row-count": 46,
  "syn_inst": 388,
  "use_met2_pct": 27.17,
  "antenna_found_initial": 0,
  "core_um2": 15830,
  "yosysSeqAreaShare_pct": 74.73,
  "maxCapViolCount": 0,
  "track_usage_pct": 17.26,
  "post-route-worst-setup-slack_ps": 205.1,
  "io_pins": 24,
  "grt_first_pass_wirelength_um": 19640,
  "fin_area_um2": 7655,
  "drive_gt1_share_pct": 16.59,
  "ys_ff": 168,
  "area_leaders": "edfxtp_1 (59%), dfrtp_1 (15%), a22oi_1 (2.4%)",
  "path_clk_slew_ps": 50,
  "final-max-slew-violation-count": 0,
  "cts_tree": "built",
  "netlist_area_um2": 6482,
  "slew-limit-headroom_pct": 38.58,
  "max_stage_delay_ps": 430,
  "tns_ps": 0,
  "dpl-instance-area_um2": 7023,
  "drt_first_pass_iters": 4,
  "yosysWarnings": 2,
  "diodes": 0,
  "cp_max_fo": 29,
  "use_met1_pct": 23.47,
  "post-place-ws_ps": 297.5,
  "warning_count": 32,
  "cp-end-kind": "primary output",
  "n_fill_cell": 1294,
  "gp_congestion": 0.8704,
  "die_x_um": 129.3,
  "synthAoiAreaFrac_pct": 11.74,
  "grt.busiest_layer": "met2",
  "logic_family": "AND-OR/OR-AND gates",
  "setup_viol": 0,
  "clock_sinks": 168,
  "path_class": "register to primary output",
  "grt_overflow_total": 0,
  "ctsHoldBuffers": 0,
  "async_flop_share_pct": 23.81,
  "top_area_cell": "edfxtp_1"
}
## power breakdown
group	switching [mW]	internal, mW	total [mW]	leakage (nW)
clock	0.747	1.06	1.81	0.297
combinational	0.226	0.140	0.366	0.684
sequential	0.0976	2.35	2.45	1.67
total	1.07	3.55	4.62	2.65
## metal layers
layer  share of wire, %  vias up  wire length, µm
li1                   -     1614                -
met1                 39     1710             4901
met2                 50      115             6259
met3                8.6       19             1071
met4                1.7        0              213
met5                  0        -                0
## kinds of logic (layout without fill, tap and decap cells)
| logic type | count (synthesis) | after routing |
|---|---|---|
| mux | 23 | 23 |
| compound gates | 96 | 96 |
| simple gates | 44 | 44 |
| fa+ha+maj | 8 | 8 |
| buf+inv | 32 | 90 |
| flops | 168 | 168 |
| xor+xnor | 17 | 17 |
## worst paths after layout
path | from | end | slack [ps] | cells after the start
setup / recovery | rptr[0] | rdata[6] | 210 | 8
hold / removal | rq1_wptr[3] | rq2_wptr[3] | 350 | 0
setup reg to reg | wptr[2] | mem[0][3] | 1200 | 4
hold reg to reg | rq1_wptr[3] | rq2_wptr[3] | 350 | 0
max in group clk1 | wrst_n | mem[0][3] | 1040 | 3
max in group asynchronous | rrst_n | rq3_wptr[2] | 2230 | 2
min in group clk1 | wq2_rptr[4] | wq3_rptr[4] | 350 | 0
min in group asynchronous | wrst_n | wq1_rptr[2] | 580 | 1
## sequential cells by signal, summed over array words and instances, names as in the netlist
| name | count |
|---|---|
| wq3_rptr | 5 |
| wq1_rptr | 5 |
| wptr | 5 |
| rptr | 5 |
| rq1_wptr | 5 |
| rq2_wptr | 5 |
| mem | 128 |
| rq3_wptr | 5 |
| wq2_rptr | 5 |
## placed cells by master, fill, tap and decap left out, drive strengths merged, types with 13 or more instances in the layout
master,count
a22o,14
a22oi,21
buf,22
clkbuf,21
clkdlybuf4s50,22
dfrtp,40
edfxtp,128
mux2,13
nor2,23
xnor2,15
## worst register-to-register path, delay by kind of cell, from the launching register on
| family | cells | cell delay, ps |
|---|---|---|
| AOI/OAI and AO/OA | 1 | 260 |
| xor gates and xnor gates | 1 | 170 |
| DFF | 1 | 470 |
| and+or+nand+nor | 2 | 1020 |
## repair_timing
action | CTS | global route
buffers inserted | 0 | 3
setup endpoints to repair | 0 | 8
resized | 0 | 2
## stage by stage
stage               power, mW  hold WS [ps]
finish                  4.624         346.0
global route            4.824         349.0
CTS                     4.669         346.8
detailed placement      2.862         334.7
global placement        2.849         331.7
floorplan               2.701         331.2
## area by class of cell
| type | instances | area share, % |
|---|---|---|
| Sequential cell | 168 | 63.32 |
| Tap cell | 216 | 3.531 |
| Clock buffer | 21 | 6.718 |
| Clock inverter | 15 | 1.193 |
| Multi-Input combinational cell | 188 | 19.22 |
| Timing Repair Buffer | 44 | 5.525 |
| Inverter | 10 | 0.4904 |
Power is estimated from default activity; no workload was simulated.
